## design/flow/constraint.sdc

```tcl
current_design Fixed_to_Float

set clk_period 45.4
set clk_io_pct 0.2

create_clock -name clk0 -period $clk_period

set non_clock_inputs [all_inputs -no_clocks]
set_input_delay [expr $clk_period * $clk_io_pct] -clock clk0 $non_clock_inputs
set_output_delay [expr $clk_period * $clk_io_pct] -clock clk0 [all_outputs]
```

## design/flow/design.v

```verilog
`timescale 1ns / 1ps
module Fixed_to_Float(
    input [63:0] fixed_point,
    output reg [31:0] float 
    );
    reg [63:0] fx;          
    reg sign = 0;           
    reg [7:0] fl_e;         
    reg [22:0] fl_m;        
    integer i, index;
 initial begin
    fx = fixed_point;
    if (fx[63] == 1) begin
        sign = 1;
        fx = -fx;  
    end
    for(i = 0; i < 63; i = i+1) begin
        if(fx[i] == 1) begin
            index = i;
        end
    end
    fl_e = (index - 48) + 127;  
    fx = fx << (63 - index);  
    fl_m = fx[62:40];
    float = {sign, fl_e, fl_m};  
   end
endmodule
```

## design/flow/config.mk

```make
export PLATFORM = sky130hd
export DESIGN_NAME = Fixed_to_Float
export DESIGN_NICKNAME = Fixed_to_Float
export VERILOG_FILES = /design/flow/design.v
export SDC_FILE = /design/flow/constraint.sdc
export NUM_CORES = 4
export LEC_CHECK = 1
export CORE_UTILIZATION = 50
```

## design/flow/run.sh

```bash
#!/bin/bash
# OpenROAD 26Q1-2900-gdf79404cd8, Yosys 0.63+post, stock flow scripts
make -C /OpenROAD-flow-scripts/flow DESIGN_CONFIG=/design/flow/config.mk WORK_HOME=/design/flow/orfs finish
```

==> impl_metrics.py <==
# Generated from Yosys and OpenROAD reports
metrics = {
    "worst_hold_path": {
        "hp-class": "in -> out",
        "hold_depth": 7,
        "min_from": "fixed_point[63]",
        "min_to": "float[9]",
    },
    "sta": {
        "untimed_endpoints": 8,
        "unclocked_regs": 8,
        "drv_slew": 0,
        "hold_viol": 0,
        "fin_tns_setup_ns": 0,
        "relSlewSlack_pct": 44.7,
        "max_freq_mhz": 38.3,
        "finalClockPeriodUsage_pct": 57.5,
        "final-setup-viol-count": 0,
        "min_period_ns": 26.09,
        "worst_pin_slew_ns": 0.830,
        "rsz0062_at_grt": "no",
    },
    "worst_setup_path": {
        "cp.arrival_ns": 17.01,
        "crit_fanout": 45,
        "crit_path_end_kind": "primary output",
        "critPathRequiredTime_ns": 36.32,
        "critPathLaunchType": "primary input",
        "worstSetupPathType": "in -> out",
    },
    "global_routing": {
        "grt_max_degree": 82,
        "grt_pass1_vias": 9018,
        "grt_pass1_wl_um": 52100,
        "gr-total-overflow": 0,
        "grt_usage_pct": 40.5,
        "grt_antenna_before_repair": 0,
    },
    "clock_tree": {
        "postCtsSetupRepairBufs": 0,
        "cts_hold_buf": 0,
        "cts_resized": 0,
    },
    "synthesis": {
        "yosys-mux-area-fraction_pct": 17.8,
        "ys.flops": 8,
        "synthCells": 1212,
        "synth_chip_area_um2": 8200,
        "synthArstFlopShare_pct": 0,
        "ff_type": "dlxtn_1",
        "edf_count": 0,
        "yosysWarnings": 33,
        "yosys.area_share.aoi_pct": 33.9,
        "synthSimpleGateAreaFrac_pct": 30.6,
        "fa_ha_area_share_pct": 0.305,
        "top_cells_by_area": "mux2i_1 (13%), nand2_1 (5.5%), nor2_1 (5.4%), xor2_1 (4.9%), mux2_2 (4.4%)",
        "topCombFamilyByArea": "AND-OR/OR-AND gates",
        "synth_top_area_share_pct": 12.7,
        "ys_types": 111,
        "yosysCellCount": 1212,
        "synth-xor-area-share_pct": 8.44,
        "postSynthAreaPerCell_um2": 6.76,
        "synth.largest_area_cell": "mux2i_1",
        "syn_area_um2": 8200,
    },
    "drt": {
        "vias": 10100,
        "wire_per_inst_um": 23.8,
        "drc": 0,
        "num_antenna_cells": 0,
        "drt_first_pass_iters": 8,
        "via_per_inst": 7.07,
        "drt-total-wl_um": 34000,
        "postRouteAntennaNets": 0,
        "first_iter_violations": 1200,
    },
    "floorplan": {
        "die_w_um": 130,
        "rows": 46,
        "die_h_um": 130,
        "die-area_um2": 16900,
        "fp-utilization_pct": 51.4,
        "core-area_um2": 15900,
        "io-pin-count": 96,
    },
    "finish": {
        "largest_reg_flops": 8,
        "lay_top_count": "nand2_1",
        "drive_above_1_share_pct": 8.73,
        "area_growth_syn_to_layout_pct": 9.74,
        "lay_top_cells": "nand2_1 (120), nor2_1 (118), mux2i_1 (104)",
    },
    "power_and_ir_drop": {
        "clkPwrFrac_pct": 0,
        "seqPwrFrac_pct": 0.1,
        "combPwrFrac_pct": 99.9,
        "p_switching_uw": 83.9,
        "finalPower_uw": 140,
        "power.density_nw_per_um2": 15.6,
        "peakVddDrop_mv": 0.0131,
        "p_leak_nw": 3.19,
        "p_sw_share_pct": 59.8,
        "p_int_uw": 56.4,
    },
    "placed_design": {
        "hpwl_um": 26700,
        "place.gp.congestion": 1.05,
        "portBuffers": 95,
    },
    "run": {
        "drv_cap": 0,
        "warning_count": 33,
    },
    "status": {
        "status": "finished clean",
    },
}
[worst max-delay path by stage]
stage	startpoint	end	cells past startpoint
CTS	fixed_point[8]	float[11]	20
global route	fixed_point[8]	float[11]	20
finish	fixed_point[8]	float[16]	19
[power groups by stage]
stage,combinational (mW),clock (mW),sequential (mW)
finish,0.140,0,0.0000738
global route,0.150,0,0.0000740
CTS,0.136,0,0.0000736
[critical path, cell delays in order]
cell and delay, ns:
clkdlybuf4s50_1 0.57, or4_1 0.82, nor4_4 0.69, nand4_1 0.65, o31ai_1 0.59, xor2_1 0.40, nand3_1 0.16, o211ai_1 0.20
nand2_1 0.11, a22oi_4 0.49, nand2_8 0.32, clkinv_4 0.40, nand2b_1 0.49, o22ai_1 0.12, a221oi_1 0.68, o21ai_0 0.16
a211oi_1 0.44, nor4_1 0.13, clkdlybuf4s50_1 0.44
[cell type report]
cell class / count / area, µm²
well taps: 216 / 270
fillers: 1635 / 6950
multi-input cells: 1079 / 7480
flip-flops and latches: 8 / 120
repair buffers: 109 / 1050
inverters: 18 / 72.6
[cell families (layout without fill, tap and decap cells)]
| logic type | after synthesis | count (layout) |
|---|---|---|
| AOI/OAI and AO/OA | 385 | 385 |
| xor gates and xnor gates | 76 | 76 |
| adders and majority gates | 2 | 2 |
| buffers and inverters | 125 | 127 |
| latches | 8 | 8 |
| muxes | 140 | 140 |
| other | 1 | 1 |
| and+or+nand+nor | 475 | 475 |
[layer usage]
layer	GRT usage, %	up-vias	wire length, µm
met2	63.2	612	14900
met3	8.35	67	3630
met1	57.3	4719	14700
li1	-	4710	-
met4	8.82	0	847
met5	0	-	0
[per-stage QoR]
stage	hold slack, ns	setup slack, ns	area (µm²)	instances	util [%]
finish	19.55	19.31	8990	1430	56.4
global route	19.64	18.98	8990	1430	56.4
CTS	19.54	19.58	8990	1430	56.4
detailed placement	19.54	19.63	8990	1430	56.4
global placement	19.53	19.64	8990	1430	56.4
floorplan	18.52	22.95	8200	1212	-
[Yosys cell counts (6+ instances only)]
cell / count
o221ai_1: 10
xnor2_1: 28
nor3_1: 31
a211oi_1: 21
nand3b_1: 8
and2_1: 7
nand2b_1: 11
o22ai_1: 23
and3_1: 7
xor2_1: 46
mux2i_1: 104
clkbuf_1: 53
o21ai_0: 64
nor2b_1: 6
buf_1: 7
and4_1: 7
or2_2: 10
nor4_1: 28
a21o_1: 8
o211a_1: 7
nand3_1: 36
mux2_2: 32
nand4_1: 24
a2bb2oi_1: 6
dlxtn_1: 8
a31oi_1: 18
o211ai_1: 17
nor2_1: 118
or4_1: 14
or3_1: 17
nand2_1: 120
o2111ai_1: 13
a22oi_1: 10
o31ai_1: 19
buf_4: 9
a221oi_1: 10
a21oi_1: 57
inv_1: 13
o41ai_1: 8
o21ai_1: 9
buf_2: 30
