[/design/flow/config.mk]
export PLATFORM = sky130hd
export DESIGN_NAME = RegisterFile
export DESIGN_NICKNAME = RegisterFile
export VERILOG_FILES = /design/flow/design.v
export SDC_FILE = /design/flow/constraint.sdc
export NUM_CORES = 4
export LEC_CHECK = 1
export CORE_UTILIZATION = 40
[/design/flow/constraint.sdc]
current_design RegisterFile

set clk_period 10.7
set clk_io_pct 0.2

create_clock -name clk0 -period $clk_period [get_ports {clk}]

set non_clock_inputs [all_inputs -no_clocks]
set_input_delay [expr $clk_period * $clk_io_pct] -clock clk0 $non_clock_inputs
set_output_delay [expr $clk_period * $clk_io_pct] -clock clk0 [all_outputs]
[/design/flow/design.v]
`timescale 1ns/1ps
module RegisterFile(
  input clk, reset,
  input write_en,
  input [4:0] dst_addr,
  input [31:0] dst_data,
  input [4:0] src_addr1,
  input [4:0] src_addr2,
  output [31:0] src_data1,
  output [31:0] src_data2
);
  reg [31:0] reg_fields [31:0];
  integer i;
  wire write_to_zero;
  assign write_to_zero = dst_addr == 32'b0;
  assign src_data1 = reg_fields[src_addr1];
  assign src_data2 = reg_fields[src_addr2];
  always @(negedge clk) begin
    if (reset) begin
      for (i = 0; i < 32; i = i + 1)
        reg_fields[i] <= 32'b0;
    end
  end
  always @(negedge clk) begin
    if (!reset & write_en & !write_to_zero) begin
      reg_fields[dst_addr] <= dst_data;
    end
  end
endmodule
[/design/flow/run.sh]
#!/bin/bash
# OpenROAD 26Q1-2900-gdf79404cd8, Yosys 0.63+post, stock flow scripts
make -C /OpenROAD-flow-scripts/flow DESIGN_CONFIG=/design/flow/config.mk WORK_HOME=/design/flow/orfs finish
==> impl_metrics.json <==
{
  "ios": 114,
  "p_leak_nw": 26.8,
  "async_flop_share_pct": 0,
  "critical_path_required_ps": 8560,
  "path_class": "flip-flop to primary output",
  "vias": 54256,
  "warnings": 1047,
  "p_seq_share_pct": 37.1,
  "fin_tns_setup_ps": 0,
  "netlist.top_cell.by_area": "dfxtp_1",
  "syn-mean-instance-area_sq_um": 7.69,
  "top_cell_area_share_pct": 38.9,
  "die_h_um": 365,
  "area_leaders": "dfxtp_1 39%, mux2i_1 19%, nand2_1 16%, a21oi_1 11%, clkbuf_1 2.9%",
  "clkLatencyLatePin_ps": 720,
  "routed_via_density": 5.73,
  "yosys_cells": 6844,
  "clk_pin_slew_worst_paths_ps": 30,
  "top_cell": "nand2_1",
  "fp_util_pct": 40.5,
  "rows": 132,
  "cp_max_fo": 3,
  "drtIter0Drc": 5444,
  "placed_cell_area_sq_um": 55400,
  "hpwl_um": 118000,
  "ys.warnings.count": 1,
  "global_route.usage.met2_pct": 45.5,
  "grt_pass1_wl_um": 318000,
  "clock-sinks": 1024,
  "hold_violations": 0,
  "ys.flops": 1024,
  "grt-ovfl-total": 0,
  "min_path_type": "flip-flop to flip-flop",
  "worst_pin_slew_ps": 925,
  "p_per_area_nw_per_um2": 165,
  "yosysUniqueCellTypes": 31,
  "final_cell_area_sq_um": 63200,
  "largestRegisters": "reg_fields x1024",
  "synthCells": 6844,
  "cts_tree": "built",
  "drc_errors": 0,
  "start_kind": "flip-flop",
  "skew_ps": 0,
  "wl_um": 215000,
  "hold_slack_ps": 463,
  "clockBufferDepth": 3,
  "p_sw_mw": 3.30,
  "hold_buffers": 0,
  "cp-end-kind": "primary output",
  "grt-busiest-layer": "met2",
  "gr-usage-met1_pct": 44.3,
  "edf_count": 0,
  "grt_pass1_vias": 52620,
  "cp.arrival_ps": 8450,
  "grt_max_degree": 147,
  "peakVddDrop_v": 0.000130,
  "power.internal_mw": 7.16,
  "root_buffer": "clkbuf_16",
  "status": "finished clean",
  "relSlewSlack_pct": 37.8,
  "chipArea_sq_um": 133000,
  "post-route-util_pct": 48.6,
  "syn-cell-area_sq_um": 52700,
  "p_sw_share_pct": 31.5,
  "grt_usage_pct": 32.7,
  "worstHoldStart": "reg_fields[1][17]",
  "firstDrtPassIters": 8,
  "yosys_area_sq_um": 52700,
  "core_sq_um": 130000,
  "h-tree-depth": 3,
  "syn_to_final_growth_pct": 20.0,
  "crit_start": "reg_fields[2][9]",
  "met3_usage_pct": 14.1,
  "gp_congestion": 0.938,
  "clockPowerShare_pct": 54.4,
  "rsz0062_at_grt": "false",
  "antenna_found_initial": 10,
  "combPwrFrac_pct": 8.6,
  "post_cts_buffers": 0,
  "wire_per_inst_um": 22.7,
  "regToRegStartpoint": "reg_fields[4][15]",
  "port_buffers": 113,
  "maxCapViolCount": 0,
  "max_flop_register": "reg_fields",
  "final_antenna_net_count": 0,
  "flop_cell": "dfxtp_1",
  "setup-violations-final": 0,
  "drive_above_1_share_pct": 5.93,
  "largest_register_ff_count": 1024,
  "final_max_slew_viol_count": 0,
  "fp.dieW_um": 365,
  "cts_made_buffers": 119,
  "ys_seq_share_pct": 38.9,
  "top_cells_by_count": "2211 x nand2_1, 1184 x a21oi_1, 1024 x dfxtp_1, 1024 x mux2i_1, 402 x clkbuf_1"
}
-- path summary, 6_finish.rpt --
kind	to	slack, ps	depth (start not counted)
max	src_data2[9]	110	6
min	reg_fields[1][17]	460	2
max reg2reg	reg_fields[4][15]	9990	2
min reg2reg	reg_fields[1][17]	460	2
-- metal layers --
| metal | share of wire (%) | wire length, um |
|---|---|---|
| met1 | 40 | 86700 |
| met2 | 42 | 91200 |
| met5 | 0.084 | 181 |
| met3 | 13 | 28100 |
| met4 | 4.0 | 8550 |
-- cells by family after synthesis --
kind of cell / count (synthesis) / synth area share [%]
compound gates: 1568 / 16.9
buf+inv: 659 / 5.27
flops: 1024 / 38.9
mux: 1024 / 19.5
simple gates: 2569 / 19.5
-- repair_timing --
item	in CTS	in global routing
hold endpoints to repair	0	0
resized	0	1
setup endpoints to repair	0	1
-- power groups by stage --
stage                 combinational [mW]  clock, mW  sequential (mW)
after CTS                          0.867       5.81             3.87
after global routing               0.921       6.29             3.87
final                              0.896       5.68             3.88
-- worst max-delay path, cell delays in order (launching register included) --
cell and delay [ps]:
dfxtp_1 330, mux2i_1 80, a22o_1 260, nor3_1 680, a31oi_1 310, nand3_1 210
clkdlybuf4s50_1 510
-- stage by stage --
stage / std cells / power, mW / setup slack, ps
floorplan: 6844 / 5.00 / 1880
global placement: 8227 / 5.36 / 647
detailed placement: 8227 / 5.36 / 618
CTS: 9462 / 10.5 / 254
global route: 9462 / 11.1 / 29.5
finish: 9464 / 10.5 / 114
-- area by class of cell --
type                    count  area, sq um
inverters                   1         3.75
clock inverters          1115         4770
clock buffers             121         3030
flip-flops and latches   1024        20500
fillers                 12212        66800
well taps                1742         2180
repair buffers            298         3020
multi-input cells        5161        29700
diodes                      2         5.00
-- layout by cell type (no fill, tap or decap), drive strengths merged --
cell type      instances
nor2b                 36
and2                   7
clkinvlp              33
nor2                  34
dfxtp               1024
nand3                193
inv                 1063
mux2i               1024
and3                   2
nand2b                 5
nand3b                 3
clkinv                 1
a31oi                 64
or3b                   2
nor3b                  3
a22o                 128
nor3                  65
a22oi                192
bufinv                19
a21oi               1184
buf                  188
clkbuf               121
diode                  2
clkdlybuf4s50        110
nand2               2213
and3b                  2
or2                    4
Power figures rest on the tool's default switching activity, not on a simulated workload.
