**flow/config.mk**
```make
export PLATFORM = sky130hd
export DESIGN_NAME = Float_to_Fixed
export DESIGN_NICKNAME = Float_to_Fixed
export VERILOG_FILES = /design/flow/design.v
export SDC_FILE = /design/flow/constraint.sdc
export NUM_CORES = 4
export LEC_CHECK = 1
export CORE_UTILIZATION = 40
```
**flow/run.sh**
```bash
#!/bin/bash
# OpenROAD 26Q1-2900-gdf79404cd8, Yosys 0.63+post, stock flow scripts
make -C /OpenROAD-flow-scripts/flow DESIGN_CONFIG=/design/flow/config.mk WORK_HOME=/design/flow/orfs finish
```
**flow/design.v**
```verilog
`timescale 1ns / 1ps
module Float_to_Fixed(
    input [31:0] float,
    output reg [63:0] fixed_point
    );
    reg sign;           
    reg [22:0] fl_m;        
    integer  index, exponent;
    reg [63:0] temp_fixed_point;
    initial begin
        fl_m = float[22:0];  
        exponent = float[30:23] - 127;  
        sign = float[31];  
        temp_fixed_point = {1'b1, fl_m, 31'b0};  
        index = 64 - (exponent + 48);  
        if (index > 0) 
            temp_fixed_point = temp_fixed_point >> index;
        else
            temp_fixed_point = temp_fixed_point << -index;
    if(sign == 1) begin
        temp_fixed_point = -temp_fixed_point;
    end
    fixed_point = temp_fixed_point;
    end
endmodule
```
**flow/constraint.sdc**
```tcl
current_design Float_to_Fixed

set clk_period 28.6
set clk_io_pct 0.2

create_clock -name clk0 -period $clk_period

set non_clock_inputs [all_inputs -no_clocks]
set_input_delay [expr $clk_period * $clk_io_pct] -clock clk0 $non_clock_inputs
set_output_delay [expr $clk_period * $clk_io_pct] -clock clk0 [all_outputs]
```
==> deck_impl_summary.md <==
Implementation Results

Outcome
  – Status: complete, no violations

Final layout
  – Registers: 0
  – Final instance area: roughly 0.0087 sq mm
  – Sequential Area: 0 sq um
  – Layout cell share with drive strength beyond 1: 0.103
  – Layout area overhead: 15.1%
  – Utilization after layout: 0.478
  – Clock buffer cells: 0

STA
  – Period minus WS final: 18.88 ns
  – Slew of the pin with the lowest slew margin: 0.931 ns
  – Total Neg Setup Slack: 0 ns
  – Max transition margin: 0.376
  – Fmax: roughly 0.053 GHz
  – Final count of negative-setup-slack endpoints: 0
  – Final slew viol count: 0
  – Final period utilization: 0.660
  – Unrepaired setup endpoints after global routing: no
  – Final Hold Viols: 0

Power
  – Power per cell area: 31.9 mW/mm^2
  – Clk pwr share: 0
  – Total power: 279 uW
  – Lkg Pwr: between 3 and 4 nW
  – Share of power burned in registers: 0
  – Net Sw Power: between 150 and 200 uW
  – Sw Share: 0.572
  – Cell Int Power: roughly 120 uW
  – Peak VDD IR: approximately 0.000016 V
  – Comb power frac: 1.000

GRT
  – Global route overflow: 0
  – Global Route Usage Sum: 0.368
  – Largest net degree at the start of global routing: a little under 70
  – Initial antenna violation count: 0
  – Vias in the first global route: a little under 9000
  – First-pass GRT wire length: roughly 54000 um

Synth
  – Yosys stat area: around 0.0076 sq mm
  – Top cells by count: nand2_1, nor2_1, o21ai_0, a21oi_1, mux2i_1
  – Sequential area share after synthesis: 0
  – Mapped Area: ~0.0076 sq mm
  – Yosys top cell by instances: nand2_1
  – Top area cell types: mux2i_1, nand2_1, mux4_2, nor2_1, o21ai_0
  – Cells in synth_stat.txt: around 1100
  – Synth area leader: mux2i_1
  – Distinct lib cells: between 90 and 100
  – Synth Instances: roughly 1100
  – Syn_area_per_cell: 6.62 sq um
  – Max-area cell share: 0.0832
  – Synth warn: 1

Placement
  – Placed Area: ~0.0087 sq mm
  – I/O Buffers: 96
  – GP Congestion: ~1.1
  – Dpl hpwl: 28600 um

Route
  – DR DRC count: 0
  – Routed WL: ~36000 um
  – DR vias: between 9000 and 10000
  – Routed Antenna Nets: 0
  – Vias/cell: between 6 and 7
  – Routed len/inst: ~25 um
  – Drt first pass iters: 5
  – ANT cells: 0
  – Initial DRC Count: between 1000 and 1500

Critical path
  – Crit end category: output pin
  – Required @ worst endpoint: ~23 ns
  – Kind of critical path: primary input to output pin
  – Critical Path Most Common Cell: clkdlybuf4s50_1
  – Worst-path maximum fanout: about 42
  – CP peak stage delay: just under 0.9 ns
  – Crit-path slowest cell: clkdlybuf4s50_1
  – Crit path to: fixed_point[61]
  – CP startpoint: float[24]
  – Critical Path Source Type: primary input
  – CP Cell Sequence: clkdlybuf4s50_1 -> ha_4 -> or4b_4 -> o32ai_4 -> o211ai_4 -> o32a_1 -> or4_1 -> ha_1 -> and4b_1 -> nand3_1 -> nor2_1 -> a41oi_1 -> a211oi_1 -> a32o_1 -> a2111oi_1 -> nand4b_1 -> nor3_2 -> nand2_4 -> o221a_1 -> or3_1 -> clkdlybuf4s50_1
  – WP data arrival: 13.16 ns

Min path
  – HP Class: primary input to output pin

Floorplan
  – Floorplan core density: 0.415
  – Core footprint: 0.0183 sq mm
  – I/O pins: approximately 96
  – Die height: 140 um
  – Die width: between 100 and 150 um
  – Die area: slightly below 0.02 sq mm
  – Row count: 49

Clocking
  – Resize count post-CTS: 0
  – Hold-fix buffers, CTS: 0
  – Post-CTS Setup Repair Bufs: 0

Job
  – Max-Cap Viols: 0
  – Tool Warnings: 32
-- cell families (layout without fill, tap and decap cells) --
group                    Yosys count  count (layout)  share of synthesized area
XOR/XNOR                          72              72                     0.0832
adder cells (fa/ha/maj)            8               8                     0.0132
multiplexers                      97              97                      0.162
buffers and inverters             99             143                     0.0555
AND-OR/OR-AND                    379             379                      0.355
AND/OR/NAND/NOR                  490             490                      0.332
-- power by group through the flow --
stage	combinational (mW)	clock, mW	sequential (mW)
CTS	0.271	0	0
global route	0.297	0	0
finish	0.279	0	0
-- worst max-delay path, delay by kind of cell --
kind / cells / cell delay [ns]
adder cells (fa/ha/maj): 2 / 0.78
AND-OR/OR-AND: 8 / 2.65
buffers and inverters: 2 / 1.29
AND/OR/NAND/NOR: 9 / 2.71
-- placed cells by master (no fill, tap or decap), types with 16 or more instances in the layout --
master             n
xor2_1            26
mux2i_1           63
nor3_1            47
clkdlybuf4s50_1   93
xnor2_1           43
a31oi_1           16
a211oi_1          20
mux4_2            19
nor2_1           111
or3_1             25
nand2b_1          19
nand3_1           38
nand2_1          130
o31ai_1           19
o21ai_0           80
buf_4             32
a21oi_1           72
o211ai_1          21
-- how the worst min path moves through the flow --
stage / endpoint / cells after the start / slack (ns) / startpoint
4_1_cts: fixed_point[48] / 5 / 12.44 / float[31]
6_report: fixed_point[63] / 5 / 12.43 / float[31]
5_1_grt: fixed_point[63] / 5 / 12.48 / float[31]
-- per-layer routing --
layer,global-route usage,up-vias,routed length [um]
met4,0.137,0,1570
li1,-,4478,-
met3,0.0691,71,3250
met1,0.535,4492,15700
met2,0.541,542,15000
met5,0,-,0
-- area by class of cell --
type	count	area [sq um]
Tap cell	229	287
Multi-Input combinational cell	1046	7200
Fill cell	1934	9550
Timing Repair Buffer	128	1190
Inverter	15	56.3
-- metrics by stage --
step	hold WS (ns)	worst slack, ns	instances
detailed placement	12.44	9.82	1418
finish	12.43	9.72	1418
global route	12.48	9.24	1418
CTS	12.44	9.79	1418
global placement	12.43	10.02	1418
floorplan	11.64	12.02	1145
Power and IR drop assume default switching activity.
